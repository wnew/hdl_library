## flow/config.mk

```make
export PLATFORM = sky130hd
export DESIGN_NAME = bram_sync_sp
export DESIGN_NICKNAME = bram_sync_sp
export VERILOG_FILES = /design/flow/design.v
export SDC_FILE = /design/flow/constraint.sdc
export NUM_CORES = 4
export LEC_CHECK = 1
export CORE_UTILIZATION = 40
```

## flow/constraint.sdc

```tcl
current_design bram_sync_sp

set clk_period 4.6
set clk_io_pct 0.2

create_clock -name clk0 -period $clk_period [get_ports {clk}]

set non_clock_inputs [all_inputs -no_clocks]
set_input_delay [expr $clk_period * $clk_io_pct] -clock clk0 $non_clock_inputs
set_output_delay [expr $clk_period * $clk_io_pct] -clock clk0 [all_outputs]
```

## flow/design.v

```verilog
module bram_sync_sp #(
       parameter RAM_DATA_WIDTH = 32,
       parameter RAM_ADDR_WIDTH = 4
   ) (
       input  wire                      clk,
       input  wire                      rst,
       input  wire                      wr,
       input  wire [RAM_ADDR_WIDTH-1:0] addr,
       input  wire [RAM_DATA_WIDTH-1:0] data_in,
       output reg  [RAM_DATA_WIDTH-1:0] data_out
   );
   reg [RAM_DATA_WIDTH-1:0] mem [(2**RAM_ADDR_WIDTH)-1:0];
   always @(posedge clk) begin
      if ( rst ) begin
         data_out <= {RAM_DATA_WIDTH{1'b0}};
      end
      else begin
         data_out <= mem[addr];
         if (wr) begin
            mem[addr] <= data_in;
         end
      end
   end
endmodule
```

## flow/run.sh

```bash
#!/bin/bash
# OpenROAD 26Q1-2900-gdf79404cd8, Yosys 0.63+post, stock flow scripts
make -C /OpenROAD-flow-scripts/flow DESIGN_CONFIG=/design/flow/config.mk WORK_HOME=/design/flow/orfs finish
```

==> job_summary.md <==
## PnR job results

| Metric | Value |
|---|---|
| Outcome | finished, final reports clean |
| Synth-to-Final Area Change | 17.5% |
| DR pass1 iterations | 4 |
| Met1 GRT Util | 26.7% |
| Fp util | 40.5% |
| Reg power frac | 53.1% |
| Sink Count | 544 |
| Post-DR vias/cell | 5.39 |
| Cts repair resizes | 0 |
| # rows | 82 |
| # Cells Yosys | 950 |
| Post-synthesis cell area | slightly above 20,000 µm² |
| Register area | 16,000 µm² |
| CTS tree | done |
| Int Pwr | 0.00828 W |
| Net Sw Frac | 20.3% |
| Startpoint types | primary input |
| H-tree depth | 2 |
| Grt ovf | 0 |
| Tcrit/Tclk final | 58.9% |
| DR WL/cell | 24.3 µm |
| Critical Path Max Stage Delay | 0.58 ns |
| Post-synthesis cell type count | 25 |
| Crit path DRT | 4.88 ns |
| Via count | 9,560 |
| Max_cap viols | 0 |
| Final hold vios | 0 |
| CTS max path bufs | 3 |
| Met3 Use GR | 11.2% |
| Core area | 50,100 µm² |
| Slew Limit Fails | 0 |
| Worst Max-Slew Pin Slew | 0.755 ns |
| Worst-Skew Late Latency | 0.61 ns |
| Most numerous logic cells after layout | edfxtp_1 (512), clkdlybuf4s50_1 (68), mux2i_1 (64), mux2_2 (64), mux4_2 (64) |
| GRT Resource Usage Total | approximately a fifth |
| Hold-fix buffers at CTS | 0 |
| Syn. warnings | 1 |
| Lkg Pwr | 7.62 nW |
| Yosys synthesis chip area | a little over 20,000 µm² |
| Worst VDD drop | a little over 0.3 mV |
| CTS buffer count | 55 |
| RePlAce Congestion | just under 0.8 |
| Synth Instances | 950 |
| RSZ-0062 raised after global routing | no |
| Register share after synthesis | 79.1% |
| DPL Wire Length | 24,400 µm |
| CTS root buf | clkbuf_16 |
| I/O pins | 71 |
| Slew HR | 49.7% |
| Psw | between 0.002 and 0.0025 W |
| Final wirelength | 43,200 µm |
| Synthesized registers | between 500 and 600 |
| Global Route met2 Usage | 28.3% |
| Antenna viol nets, final | 0 |
| Critical path capture point type | register |
| Initial antenna violation count | 2 |
| Die Y | 227 µm |
| Combinational power share | about 4.7% |
| Logic cell area | 4080 µm² |
| Crit-path max FO | 17 |
| Syn Area/Cell | between 20 and 25 µm² |
| Crit path kind | in2reg |
| Number of filler cells placed in the layout | ~4,100 |
| Setup_tns | 0 ns |
| Number of DRC markers in iteration 0 | roughly 560 |
| Hold slack | 0.714 ns |
| OpenROAD warning count | 25 |
| PortBufs | 70 |
| Clk pwr share | 42.2% |
| Grt peak-use layer | met2 |
| Post-Route Skew | 0.0204 ns |
| Setup violators final | 0 |
| Total die size | 51,600 µm² |
| Vias in the first global route | 10,400 |
| N_diodes | 0 |
| Crit-path cells | clkdlybuf4s50_1, or4b_4, nor2_4, buf_4 |
| Die width | roughly 230 µm |
| Largest net degree at the start of global routing | approximately 89 |
| Most common logic cell in the routed design | edfxtp_1 |
| Worst EP arrival | 2.99 ns |
| Cell Pwr Density | 437 nW/µm² |
| Post-route DRC | 0 |
| Share of post-route cells with drive strength above 1 | between 20% and 30% |
| Post-CTS setup buffer count | 0 |
| Post-route minimum period | 2.71 ns |
| Critical Path Slowest Stage Cell | clkdlybuf4s50_1 |
| Hold WC Path Type | reg2reg |
| First-pass GRT wire length | 65,000 µm |
| Max Freq | 369 MHz |
| Reg clk slew, reported paths | 0.06 ns |
-- worst paths after layout --
path	startpoint	to	slack, ns	cells after the start
worst max-delay path	wr	mem[12][23]$_DFFE_PP_	1.89	4
worst max register to register	mem[6][27]$_DFFE_PP_	data_out[27]$_SDFF_PP0_	3.11	3
worst min-delay path	mem[15][29]$_DFFE_PP_	data_out[29]$_SDFF_PP0_	0.71	3
worst min register to register	mem[15][29]$_DFFE_PP_	data_out[29]$_SDFF_PP0_	0.71	3
-- state kept, by name, summed over array words and instances, names as in the netlist --
register	cells
mem	512
data_out	32
-- layer usage --
layer  up-vias  wire length, µm
met5         -               24
met1      4828            16000
met2       463            20700
li1       4197                -
met3        68             5490
met4         4              940
-- power groups by stage --
stage | sequential (W) | clock (W) | combinational, W
final | 0.00552 | 0.00439 | 0.000491
after global routing | 0.00552 | 0.00466 | 0.000534
after CTS | 0.00552 | 0.00448 | 0.000501
-- final cells by class --
cell class,count,share of cell area [%]
clock inverters,28,1.37
repair buffers,107,4.59
multi-input cells,350,17.1
flip-flops and latches,544,67.3
well taps,672,3.53
clock buffers,74,6.12
-- kinds of logic after synthesis --
| group | Yosys count | share of synthesized area (%) |
|---|---|---|
| flip-flops | 544 | 79.1 |
| multiplexers | 192 | 13.8 |
| AND-OR/OR-AND | 128 | 4.74 |
| buffers and inverters | 56 | 1.49 |
| AND/OR/NAND/NOR | 30 | 0.883 |
-- synthesized netlist by cell type --
master,instances,area (µm²)
a22oi_1,32,240
buf_2,13,65.1
nand4b_1,1,8.76
nor3_1,3,15.0
nand2_1,2,7.51
buf_4,8,60.1
mux2_2,64,721
or2_2,1,6.26
dfxtp_1,32,641
buf_6,6,67.6
or4b_4,1,13.8
a22o_1,32,280
mux4_2,64,1440
mux2i_1,64,641
nor2b_1,1,6.26
nand2b_1,3,18.8
nor3_2,1,10.0
and3b_1,1,8.76
o31ai_1,32,240
nor2_1,13,48.8
clkbuf_1,29,109
o22ai_1,32,200
nand4bb_1,2,22.5
nor3b_2,1,12.5
edfxtp_1,512,15400
-- per-stage QoR --
stage	worst slack, ns	utilization (%)	power (W)	instances	cell area, µm²
5_1_grt	1.76	47.6	0.0107	1775	23800
4_1_cts	1.88	47.6	0.0105	1775	23800
3_5_place_dp	1.22	44.0	0.00612	1673	22000
3_3_place_gp	1.24	44.0	0.00611	1673	22000
6_report	1.89	47.6	0.0104	1775	23800
2_1_floorplan	0.249	-	0.00587	950	20300
-- worst max-delay path: cells and delay by family --
kind | cells | cell delay (ns)
simple gates | 2 | 1.09
buf+inv | 2 | 0.96
Power figures rest on the tool's default switching activity, not on a simulated workload.
