==> design/flow/design.v <==
module bin2gray #(
      parameter DATA_WIDTH = 32
   ) (
      input  [DATA_WIDTH-1:0] binary_in,
      output [DATA_WIDTH-1:0] gray_out
   );
   function [DATA_WIDTH-1:0] binary2gray;
      input [DATA_WIDTH-1:0] value;
      integer i;
      begin 
         binary2gray[DATA_WIDTH-1] = value[DATA_WIDTH-1];
         for (i = DATA_WIDTH-1; i > 0; i = i - 1) begin
            binary2gray[i - 1] = value[i] ^ value[i - 1];
         end
      end
   endfunction
   assign gray_out = binary2gray(binary_in);
endmodule
==> design/flow/run.sh <==
#!/bin/bash
# OpenROAD 26Q1-2900-gdf79404cd8, Yosys 0.63+post, stock flow scripts
make -C /OpenROAD-flow-scripts/flow DESIGN_CONFIG=/design/flow/config.mk WORK_HOME=/design/flow/orfs finish
==> design/flow/config.mk <==
export PLATFORM = sky130hd
export DESIGN_NAME = bin2gray
export DESIGN_NICKNAME = bin2gray
export VERILOG_FILES = /design/flow/design.v
export SDC_FILE = /design/flow/constraint.sdc
export NUM_CORES = 4
export LEC_CHECK = 1
export CORE_AREA = 10 10 70 70
export DIE_AREA = 0 0 80 80
==> design/flow/constraint.sdc <==
current_design bin2gray

set clk_period 1.0
set clk_io_pct 0.2

create_clock -name clk0 -period $clk_period

set non_clock_inputs [all_inputs -no_clocks]
set_input_delay [expr $clk_period * $clk_io_pct] -clock clk0 $non_clock_inputs
set_output_delay [expr $clk_period * $clk_io_pct] -clock clk0 [all_outputs]
==> reports/results.ini <==
[floorplan]
die-width_microns=80
coreArea_sq_um=3420
die_area_sq_um=6400
die_y_microns=80
ioPinCount=64
floorplan.core_util_pct=8.17
num_rows=21

[power]
power_switching_mw=0.117
p_clk_share_pct=0
intPower_mw=0.242
share_seq_of_total_power_pct=0
pwr-share-comb_pct=100.0
swShare_pct=32.7
fin_total_pwr_mw=0.359
power.leakage_nw=0.426
pwr_density_cell_nw_per_um2=410
peakVddDrop_uv=79.3

[cells_and_area]
finish.instance_area_sq_um=875
fin_util_pct=25.6
drive_gt1_share_pct=38.9
area_growth_pct=213
n_clock_buffer=0
flop-count=0
final-seq-area_sq_um=0

[placement]
dp_hpwl_microns=2010
place_area_sq_um=970
io_buffers=64
place_congestion=0.741

[logic_synthesis]
top_cell_area_share_pct=97.3
synth_cell_types=2
synthCells=32
adder_share_pct=0
netlist_area_sq_um=279
ys_cells=32
synthTopCellsByCount=xor2_1, buf_4
top_area_cell=xor2_1
synth.area.top_cells=xor2_1, buf_4
synth_xor_xnor_area_share_pct=97.3
yosys.stat.chipArea_sq_um=279
yosys_warnings=1
avgSynthCellArea_sq_um=8.72
mux_area_share_pct=0
synthAoiAreaFrac_pct=0
most_common_cell=xor2_1
top_logic_kind=XOR/XNOR gates
ys_sh_simple_pct=0
postSynthSeqShare_pct=0

[critical_path]
critical_path_arrival_ps=770
critical_path_class=primary input to primary output
crit_path_max_fanout=2
endpoint_kind=primary output
critPathLaunch=binary_in[13]
crit_required_ps=800
startpoint_type=primary input

[route]
dr.pass1.iters=2
antennaDiodeCount=0
routed_wl_microns=2040
drc=0
drt_iter0_markers=4
route.antenna.remaining_nets=0
wl_per_cell_microns=14.5
vias_per_cell=2.99
vias=422

[timing]
setup_viol=0
rsz0062_at_grt=no
clock.fmax_ghz=1.03
fin_crit_sh_pct=97.1
tns_ps=0
drv_slew=0
slew-limit-headroom_pct=91.1
hold_viol=0
worstMarginPinSlew_ps=133
timing.hold.ws_ps=672
final.min_clock_period_ps=971

[min_path]
hp-start=binary_in[4]
hp-class=primary input to primary output

[clocking]
ctsHoldBuffers=0
cts_setup_buffers=0

[status]
status=complete, no violations

[global_route]
grt_pass1_vias=431
grt.total_usage_pct=5.68
grt_max_degree=3
gr-total-overflow=0
grt_antenna_before_repair=0
grt_pass1_wl_microns=2780

[run]
warning_count=32
maxCapViolations=0

repair_timing:
action,CTS,global route
pin swaps,13,3
setup endpoints to repair,32,14
hold endpoints to repair,0,0
resized,150,15
metrics by stage:
stage               setup WS [ps]  instances
global route                 1.62        141
detailed placement           -600        141
global placement             -603        141
CTS                         0.712        141
finish                       28.5        141
floorplan                     481         32
critical path, cell delays in order:
cell	delay, ps
clkdlybuf4s15_2	200
xor2_1	140
dlygate4sd2_1	240
cells by family (layout without fill, tap and decap cells):
group                     Yosys count  in the layout
buffers and inverters               1             64
xor gates and xnor gates           31             31
power by group through the flow:
stage	logic, mW	clock network [mW]	registers [mW]
5_1_grt	0.395	0	0
4_1_cts	0.385	0	0
6_report	0.359	0	0
path summary, 6_finish.rpt:
kind | to | slack, ps | depth (start not counted)
hold / removal | gray_out[3] | 670 | 3
setup / recovery | gray_out[12] | 30 | 3
layer usage:
| metal | GRT usage, % | wire, microns |
|---|---|---|
| met3 | 0.227 | 39 |
| met4 | 0 | 0 |
| met5 | 0 | 0 |
| met1 | 4.61 | 513 |
| met2 | 14.0 | 1490 |
cell type report:
cell class	instances	area, sq um
fill	374	2540
timing repair buffer	64	538
multi-input combinational	31	279
tap	46	57.6
placed cells by master (no fill, tap or decap):
cell type	instances
xor2_1	30
buf_2	15
clkdlybuf4s15_2	15
clkdlybuf4s15_1	15
dlygate4sd2_1	13
clkbuf_2	6
xor2_2	1
No activity file was given, so power comes from the tool's default toggle rates.
