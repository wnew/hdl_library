==> flow/design.v <==
module clk_domain_crosser #(
      parameter DATA_WIDTH = 32
   ) (
      input                  in_clk,
      input                  out_clk,
      input                  rst,
      input [DATA_WIDTH-1:0] data_in,
      output [DATA_WIDTH-1:0] data_out
   );
   reg [DATA_WIDTH-1:0] data_out_meta;
   reg [DATA_WIDTH-1:0] data_out_reg_0;
   reg [DATA_WIDTH-1:0] data_out_reg_1;
   reg [DATA_WIDTH-1:0] data_out_reg_2;
   wire[DATA_WIDTH-1:0] data_out;
   assign data_out = data_out_reg_2;
   always @ (posedge in_clk) begin
      data_out_meta <= data_in;
   end
   always @ (posedge out_clk or posedge rst) begin
      if ( rst ) begin
         data_out_reg_0 <= 'b0;
         data_out_reg_1 <= 'b0;
      end else begin
         data_out_reg_0 <= data_out_meta;
         data_out_reg_1 <= data_out_reg_0;
         data_out_reg_2 <= data_out_reg_1;
      end
   end
endmodule
==> flow/run.sh <==
#!/bin/bash
# OpenROAD 26Q1-2900-gdf79404cd8, Yosys 0.63+post, stock flow scripts
make -C /OpenROAD-flow-scripts/flow DESIGN_CONFIG=/design/flow/config.mk WORK_HOME=/design/flow/orfs finish
==> flow/config.mk <==
export PLATFORM = sky130hd
export DESIGN_NAME = clk_domain_crosser
export DESIGN_NICKNAME = clk_domain_crosser
export VERILOG_FILES = /design/flow/design.v
export SDC_FILE = /design/flow/constraint.sdc
export NUM_CORES = 4
export LEC_CHECK = 1
export CORE_UTILIZATION = 40
==> flow/constraint.sdc <==
current_design clk_domain_crosser

set clk_period 1.0
set clk_io_pct 0.2

create_clock -name clk0 -period $clk_period [get_ports {in_clk}]
create_clock -name clk1 -period $clk_period [get_ports {out_clk}]

set non_clock_inputs [all_inputs -no_clocks]
set_input_delay [expr $clk_period * $clk_io_pct] -clock clk0 $non_clock_inputs
set_output_delay [expr $clk_period * $clk_io_pct] -clock clk0 [all_outputs]
==> impl_metrics.tcl <==
# place-and-route summary
set metrics [dict create \
    clk_pin_slew_worst_paths_ns 0.08 \
    worst_slew_pin_slew_ns 0.124 \
    edf_count 32 \
    syn_inst 129 \
    p_leak_nw 1.80 \
    die_y_um 91.5 \
    cp_top_family "flip-flops" \
    cts_tree "done" \
    crit_type "flop to primary output" \
    end_kind "primary output" \
    yosys-top-cells-count "64 x dfrtp_1, 32 x dfxtp_1, 32 x edfxtp_1, 1 x inv_1" \
    ir_drop_mv 0.750 \
    num_io_pins 67 \
    synth_seq_share_pct 99.9 \
    stdcell_count 329 \
    setup_slack_ns -0.0405 \
    grt_max_degree 25 \
    wl_met1_mm 1.44 \
    cp.required_ns 0.80 \
    place_congestion 0.739 \
    drcViolationCount 0 \
    worst_clock_skew_ns 0.00818 \
    drt-total-wl_mm 3.81 \
    ys_ff 128 \
    worst_setup_path_start_kind "flop" \
    violations "negative setup slack" \
    coreArea_mm2 0.00773 \
    syn_to_final_growth_pct 32.1 \
    ys.flop_type "dfrtp_1" \
    comb_cells 0 \
    antenna_left 0 \
    comb_area_um2 0 \
    path_max_fanout 1 \
    dpl.hpwl_mm 2.47 \
    grtUsageTotal_pct 10.7 \
    hold_path.class "primary input to async pin" \
    status "finished with violations" \
    dr_total_vias 1272 \
    finalSetupViolations 28 \
    wl_met3_um 244 \
    synth_area_mm2 0.00321 \
    hold_viol_final 0 \
    reg2reg_slack_ns 0.38 \
    ys_area_mm2 0.00321 \
    yosys_warnings 1 \
    drt_first_pass_iters 4 \
    fin_hold_ws_ns 0.0916 \
    post-place-ws_ns -0.476 \
    rsz0062_at_grt "true" \
    synth_area_per_cell_um2 24.9 \
    drive_above_1_share_pct 27.3 \
    grt_first_pass_wirelength_mm 6.20 \
    dr_wl_met2_mm 1.97 \
    yosysTopAreaCellShare_pct 49.9 \
    first_iter_violations 42 \
    finalSetupTns_ns -0.487 \
    crit_buf_inv 1 \
    critPathSlowestCell "edfxtp_1" \
    p_per_area_mw_per_mm2 2200 \
    cts_hold_buf 0 \
    die_w_um 91.5 \
    synth.area.top_cells "dfrtp_1 50%, edfxtp_1 30%, dfxtp_1 20%" \
    die_area_mm2 0.00838 \
    slew_viol_final 0 \
    cp.arrival_ns 0.84 \
    crit_chain "buf_2" \
    initial_core_util_pct 41.5 \
    top_layer "met4" \
    cts.sinks 128 \
    cpPeakStageDelay_ns 0.37 \
    maxCapViolations 0 \
    grt_antenna_before_repair 0 \
    portBuffers 65 \
    diodes 0 \
    placementRows 32 \
    warnings 29 \
    grt_overflow_total 0 \
    wire_per_inst_um 11.6 \
    yosysUniqueCellTypes 4 \
    yosysTopAreaCell "dfrtp_1" \
    viasPerCell 3.87 \
    place_inst 304 \
    relSlewSlack_pct 91.7 \
    synth_top_cell_by_count "dfrtp_1" \
    synth_async_sr_flop_share_pct 50.0 \
    grt_pass1_vias 1303 \
    ys_cells 129 \
]
-- where the power goes --
group | internal (mW) | switching [mW]
Clock | 1.77 | 1.54
Combinational | 0.213 | 0.105
Sequential | 5.63 | 0.0642
-- through the flow --
step	area, µm²	util, %	power (mW)
after global placement	4070	52.7	6.18
after global routing	4240	54.8	9.75
after floorplan	3210	-	5.83
after CTS	4240	54.8	9.47
final	4240	54.8	9.32
after detailed placement	4070	52.7	6.20
-- flip-flops by register name (all words and copies together) (netlist names) --
register        flops
data_out_reg_0     32
data_out_reg_1     32
data_out_reg_2     32
data_out_meta      32
-- kinds of logic (layout without fill, tap and decap cells) --
group / count (synthesis) / after routing / share of synthesized area, %
buffers and inverters: 1 / 99 / 0.117
DFF: 128 / 128 / 99.9
-- layout make-up --
cell class,instances,area (µm²)
clock buffers,20,235
clock inverters,3,42.5
fillers,572,3490
inverters,1,7.51
flip-flops and latches,128,3200
well taps,102,128
repair buffers,75,622
-- metal layers --
layer  track usage [%]  vias up
li1                  -      607
met1              15.2      607
met2              16.5       44
met3              3.66       14
met4              3.97        0
met5                 0        -
-- placed cells by master (no fill, tap or decap), drive strengths merged --
cell type      instances
dfxtp                 32
bufinv                 1
clkbuf                20
dlygate4sd2            1
clkinvlp               2
clkdlybuf4s50         32
bufbuf                 1
edfxtp                32
buf                   41
dfrtp                 64
clkinv                 1
-- worst paths after layout --
| kind | from | to | cells after the start |
|---|---|---|---|
| min in group clk1 | data_out_meta[11] | data_out_reg_0[11] | 0 |
| max in group asynchronous | rst | data_out_reg_0[19] | 5 |
| max | data_out_reg_2[3] | data_out[3] | 1 |
| min reg2reg | data_out_meta[11] | data_out_reg_0[11] | 0 |
| max in group clk1 | rst | data_out_reg_2[0] | 4 |
| max reg2reg | data_out_reg_1[19] | data_out_reg_2[19] | 0 |
| min in group clk0 | data_in[3] | data_out_meta[3] | 1 |
| min | rst | data_out_reg_1[10] | 4 |
-- timing repair --
item / CTS / global route
gates resized: 103 / 0
endpoints found under the setup margin: 49 / 32
setup buffers: 1 / 0
pin swaps: 0 / 0
gates cloned: 1 / 0
Power is estimated from default activity; no workload was simulated.
